$ cat design.v
package common;
  localparam logic [31:0] NOP = 32'h00000013;
  localparam GHR_SIZE = 5;
  typedef enum logic [3:0] {
    ALU_AND  = 4'b0000,
    ALU_OR   = 4'b0001,
    ALU_ADD  = 4'b0010,
    ALU_SUB  = 4'b0110,
    ALU_SLL  = 4'b0011,
    ALU_SLT  = 4'b0100,
    ALU_SLTU = 4'b0101,
    ALU_XOR  = 4'b0111,
    ALU_SRL  = 4'b1000,
    ALU_SRA  = 4'b1010
  } alu_control_type;
  typedef enum logic [2:0] {
    R_TYPE,
    I_TYPE,
    S_TYPE,
    B_TYPE,
    U_TYPE,
    J_TYPE
  } encoding_type;
  typedef enum logic [5:0] {
    noinst,
    add,
    sw,
    lw,
    sub,
    beq,
    bne,
    blt,
    bge,
    bltu,
    bgeu,
    nop,
    addi,
    slli,
    slti,
    sltiu,
    xori,
    srli,
    srai,
    ori,
    andi,
    jalr,
    auipc,
    lui,
    jal,
    sb,
    sh,
    lbu,
    lhu,
    sll,
    slt,
    sltu,
    xor_inst,
    srl,
    sra,
    or_inst,
    and_inst
  } instruction_name;
  typedef struct packed {
    encoding_type encoding;
    logic [1:0] alu_op;
    logic alu_src;
    logic mem_read;
    logic mem_write;
    logic reg_write;
    logic mem_to_reg;
    logic is_branch;
    logic is_lui;
    logic is_auipc;
    logic is_unconditional_jump;
    logic is_jalr;
  } control_type;
  typedef struct packed {
    logic [6:0] funct7;
    logic [2:0] funct3;
  } decoding_fields_type;
  typedef struct packed {
    logic zero_flag;
    logic branch_condition;
  } branch_decision_signals_type;
  typedef enum logic [1:0] {
    FETCH_PC_PLUS4 = 2'b00,
    MEM_PC_PLUS2 = 2'b01,
    MEM_PC_PLUS4 = 2'b10
  } control_pc_plus_type;
  typedef struct packed {
    logic is_taken_branch;
    logic is_correct_address;
    logic is_branch;
    logic PCSrc;
    logic mem_pc_plus4;
    control_pc_plus_type control_pc_plus;
    logic is_unconditional_jump;
  } BEU_output_type;  
  typedef struct packed {
    logic [6:0] funct7;
    logic [4:0] rs2;
    logic [4:0] rs1;
    logic [2:0] funct3;
    logic [4:0] rd;
    logic [6:0] opcode;
  } instruction_type;
  typedef struct packed {
    logic [31:0] pc;
    logic branch_prediction;
    logic is_compressed_instruction;
    instruction_type instruction;
    logic [GHR_SIZE-1:0] ghr;
    logic [GHR_SIZE-1:0] shared_index;
  } if_id_type;
  typedef struct packed {
    logic [31:0] pc;
    logic branch_prediction;
    logic is_compressed_instruction;
    logic [4:0] reg_rd_id;
    logic [4:0] reg_rs1_id;
    logic [4:0] reg_rs2_id;
    logic [31:0] data1;
    logic [31:0] data2;
    logic [31:0] immediate_data;
    control_type control;
    decoding_fields_type decoding_fields;
    logic [GHR_SIZE-1:0] ghr;
    logic [GHR_SIZE-1:0] shared_index;
  } id_ex_type;
  typedef struct packed {
    logic [31:0] pc;
    logic [4:0] reg_rd_id;
    logic branch_prediction;
    logic is_compressed_instruction;
    control_type control;
    logic [31:0] alu_data;
    logic [31:0] memory_data;
    branch_decision_signals_type branch_decision_signals;
    logic [31:0] target_address;
    decoding_fields_type decoding_fields;
    logic [GHR_SIZE-1:0] ghr;
    logic [GHR_SIZE-1:0] shared_index;
  } ex_mem_type;
  typedef struct packed {
    logic [4:0]  reg_rd_id;
    logic [31:0] memory_data;
    logic [31:0] alu_data;
    control_type control;
  } mem_wb_type;
  function [31:0] immediate_extension(instruction_type instruction, encoding_type inst_encoding);
    case (inst_encoding)
      I_TYPE:
      immediate_extension = {{20{instruction.funct7[6]}}, {instruction.funct7, instruction.rs2}};
      S_TYPE:
      immediate_extension = {{20{instruction.funct7[6]}}, {instruction.funct7, instruction.rd}};
      B_TYPE:
      immediate_extension = {
        {19{instruction.funct7[6]}},
        {instruction.funct7[6], instruction.rd[0], instruction.funct7[5:0], instruction.rd[4:1]},
        {1'b0}
      };
      U_TYPE:
      immediate_extension = {
        {instruction.funct7, instruction.rs2, instruction.rs1, instruction.funct3}, {12'b0}
      };
      J_TYPE:
      immediate_extension = {
        {12{instruction.funct7[6]}},
        {
          instruction.rs1,
          instruction.funct3,
          instruction.rs2[0],
          instruction.funct7[5:0],
          instruction.rs2[4:1]
        },
        {1'b0}
      };
      default:
      immediate_extension = {{20{instruction.funct7[6]}}, {instruction.funct7, instruction.rs2}};
    endcase
  endfunction
endpackage
package instruction_pkg;
  localparam logic [31:0] NOP_INSTRUCTION = {{25{1'b0}},{7'b0010011}};
  localparam logic [16:0] ADD_INSTRUCTION = {7'b0000000, 3'b000, 7'b0110011};
  localparam logic [16:0] SUB_INSTRUCTION = {7'b0100000, 3'b000, 7'b0110011};
  localparam logic [16:0] SLL_INSTRUCTION = {7'b0000000, 3'b001, 7'b0110011};
  localparam logic [16:0] SLT_INSTRUCTION = {7'b0000000, 3'b010, 7'b0110011};
  localparam logic [16:0] SLTU_INSTRUCTION = {7'b0000000, 3'b011, 7'b0110011};
  localparam logic [16:0] XOR_INSTRUCTION = {7'b0000000, 3'b100, 7'b0110011};
  localparam logic [16:0] SRL_INSTRUCTION = {7'b0000000, 3'b101, 7'b0110011};
  localparam logic [16:0] SRA_INSTRUCTION = {7'b0100000, 3'b101, 7'b0110011};
  localparam logic [16:0] OR_INSTRUCTION = {7'b0000000, 3'b110, 7'b0110011};
  localparam logic [16:0] AND_INSTRUCTION = {7'b0000000, 3'b111, 7'b0110011};
  localparam logic [9:0] LB_INSTRUCTION = {3'b000, 7'b0000011};   
  localparam logic [9:0] LH_INSTRUCTION = {3'b001, 7'b0000011};   
  localparam logic [9:0] LW_INSTRUCTION = {3'b010, 7'b0000011};   
  localparam logic [9:0] LBU_INSTRUCTION = {3'b100, 7'b0000011};   
  localparam logic [9:0] LHU_INSTRUCTION = {3'b101, 7'b0000011};   
  localparam logic [9:0] FENCE_INSTRUCTION = {3'b000, 7'b0001111};   
  localparam logic [9:0] FENCEI_INSTRUCTION = {3'b001, 7'b0001111};   
  localparam logic [9:0] ADDI_INSTRUCTION = {3'b000, 7'b0010011};   
  localparam logic [16:0] SLLI_INSTRUCTION = {7'b0000000, 3'b001, 7'b0010011};   
  localparam logic [9:0] SLTI_INSTRUCTION = {3'b010, 7'b0010011};   
  localparam logic [9:0] SLTIU_INSTRUCTION = {3'b011, 7'b0010011};   
  localparam logic [9:0] XORI_INSTRUCTION = {3'b100, 7'b0010011};   
  localparam logic [16:0] SRLI_INSTRUCTION = {7'b0000000, 3'b101, 7'b0010011};   
  localparam logic [16:0] SRAI_INSTRUCTION = {7'b0100000, 3'b101, 7'b0010011};   
  localparam logic [9:0] ORI_INSTRUCTION = {3'b110, 7'b0010011};   
  localparam logic [9:0] ANDI_INSTRUCTION = {3'b111, 7'b0010011};   
  localparam logic [6:0] AUIPC_INSTRUCTION = {7'b0010111};   
  localparam logic [6:0] LUI_INSTRUCTION = {7'b0110111};   
  localparam logic [6:0] JAL_INSTRUCTION = {7'b1101111};   
  localparam logic [9:0] JALR_INSTRUCTION = {3'b000, 7'b1100111};   
  localparam logic [9:0] SB_INSTRUCTION = {3'b000, 7'b0100011};   
  localparam logic [9:0] SH_INSTRUCTION = {3'b001, 7'b0100011};   
  localparam logic [9:0] SW_INSTRUCTION = {3'b010, 7'b0100011};   
  localparam logic [9:0] BEQ_INSTRUCTION = {3'b000, 7'b1100011};   
  localparam logic [9:0] BNE_INSTRUCTION = {3'b001, 7'b1100011};   
  localparam logic [9:0] BLT_INSTRUCTION = {3'b100, 7'b1100011};   
  localparam logic [9:0] BGE_INSTRUCTION = {3'b101, 7'b1100011};   
  localparam logic [9:0] BLTU_INSTRUCTION = {3'b110, 7'b1100011};   
  localparam logic [9:0] BGEU_INSTRUCTION = {3'b111, 7'b1100011};   
endpackage
`timescale 1ns / 1ps
import common::*;
module ALU_control (
    input [1:0] ALUOp,
    input funct7_b6,
    input [2:0] funct3,
    output logic [3:0] ALU_control,
    output logic ALU_control_exception,
    output logic branch_condition
);
always_comb begin
    ALU_control_exception = 0;
    ALU_control = ALU_ADD;  
    branch_condition = 0;
    if (ALUOp == 2'b00) begin
        ALU_control = ALU_ADD;  
    end
    else if (ALUOp == 2'b10) begin  
        case ({funct7_b6, funct3})
            4'b1000: ALU_control = ALU_SUB;
            4'b1101: ALU_control = ALU_SRA;
            4'b0000: ALU_control = ALU_ADD;
            4'b0001: ALU_control = ALU_SLL;
            4'b0010: ALU_control = ALU_SLT;
            4'b0011: ALU_control = ALU_SLTU;
            4'b0100: ALU_control = ALU_XOR;
            4'b0101: ALU_control = ALU_SRL;
            4'b0110: ALU_control = ALU_OR;
            4'b0111: ALU_control = ALU_AND;
            default: ALU_control_exception = 1;
        endcase
    end
    else if (ALUOp == 2'b01) begin  
        case (funct3)
            3'b000: begin ALU_control = ALU_SUB;
                branch_condition = 1;
            end
            3'b001: ALU_control = ALU_SUB;
            3'b100: ALU_control = ALU_SLT;
            3'b101: begin ALU_control = ALU_SLT;
                branch_condition = 1;
            end
            3'b110: ALU_control = ALU_SLTU;
            3'b111: begin  ALU_control = ALU_SLTU;
                branch_condition = 1;
            end 
            default: ALU_control_exception = 1;
        endcase
    end
    else if (ALUOp == 2'b11) begin  
        if (funct3 == 3'b001 || funct3 == 3'b101) begin
            case ({funct7_b6, funct3})
                4'b0001: ALU_control = ALU_SLL;
                4'b0101: ALU_control = ALU_SRL;
                4'b1101: ALU_control = ALU_SRA;
                default: ALU_control_exception = 1;
            endcase
        end
        else begin
            case (funct3)
                3'b000: ALU_control = ALU_ADD;
                3'b010: ALU_control = ALU_SLT;
                3'b011: ALU_control = ALU_SLTU;
                3'b100: ALU_control = ALU_XOR;
                3'b110: ALU_control = ALU_OR;
                3'b111: ALU_control = ALU_AND;
                default: ALU_control_exception = 1;
            endcase
        end
    end
end
endmodule
$ cat run.sh
#!/bin/bash
# OpenROAD 26Q1-2900-gdf79404cd8, Yosys 0.63+post, stock flow scripts
make -C /OpenROAD-flow-scripts/flow DESIGN_CONFIG=/design/flow/config.mk WORK_HOME=/design/flow/orfs finish
$ cat config.mk
export PLATFORM = sky130hd
export DESIGN_NAME = ALU_control
export DESIGN_NICKNAME = ALU_control
export VERILOG_FILES = /design/flow/design.v
export SDC_FILE = /design/flow/constraint.sdc
export NUM_CORES = 4
export LEC_CHECK = 1
export CORE_AREA = 10 10 70 70
export DIE_AREA = 0 0 80 80
$ cat constraint.sdc
current_design ALU_control

set clk_period 1.2
set clk_io_pct 0.2

create_clock -name clk0 -period $clk_period

set non_clock_inputs [all_inputs -no_clocks]
set_input_delay [expr $clk_period * $clk_io_pct] -clock clk0 $non_clock_inputs
set_output_delay [expr $clk_period * $clk_io_pct] -clock clk0 [all_outputs]
==> flow_metrics.tcl <==
# yosys + openroad results
set metrics [dict create \
    synth_warnings 1 \
    violations "setup timing" \
    slew_headroom_pct 87.6 \
    p_sw_uw 73.8 \
    outcome "finished with violations" \
    maxCapViolCount 0 \
    clkPwrFrac_pct 0 \
    first_iter_violations 14 \
    synth_seq_share_pct 0 \
    hold_viol_final 0 \
    logic_area_um2 256 \
    diodes 0 \
    vias 357 \
    power.density_nw_per_um2 318 \
    ant_nets 0 \
    cp.required_ps 960 \
    internal_power_uw 115 \
    ios 12 \
    totalWireLength_um 1040 \
    xor_area_share_pct 0 \
    drc_errors 0 \
    fillers 375 \
    seqPwrFrac_pct 0 \
    combPwrFrac_pct 100.0 \
    overflow 0 \
    ir_worst_vdd_mv 0.0516 \
    crit_path_end_kind "primary output" \
    flops 0 \
    yosys.area.top_type "nor2_1" \
    area_leaders "nor2_1, o2bb2ai_1, a211oi_2" \
    worst_pin_slew_ps 187 \
    simple_gate_area_share_pct 37.0 \
    tns_ps -605 \
    mux_share_pct 5.56 \
    finalMaxSlewViolations 0 \
    fp_util_pct 5.93 \
    grt_max_degree 12 \
    rsz0062_at_grt "true" \
    syn-instance-count 31 \
    nClkBuffers 0 \
    dp_hpwl_um 707 \
    avgSynthCellArea_um2 6.54 \
    core_area_um2 3420 \
    synth.cell_area_um2 203 \
    finalCriticalPeriod_ps 1510 \
    gp_congestion 0.812 \
    die_height_um 80 \
    ys_sh_adder_pct 0 \
    setup_slack_ps -310 \
    synthTopLogicFamily "AND-OR/OR-AND gates" \
    period_used_pct 126 \
    register_area_um2 0 \
    swShare_pct 39.1 \
    warning_count 35 \
    layout.cells.non_filler 107 \
    start_kind "input port" \
    total_power_uw 189 \
    dp_slack_ps -1020 \
    critPathMaxFanout 2 \
    std_cell_rows 21 \
    drive_above_1_share_pct 77.0 \
    fmax_mhz 662 \
    dieArea_um2 6400 \
    finalSetupViolations 4 \
    hold_class "input port to primary output" \
    viasPerCell 3.34 \
    synth.distinct_cells 21 \
    top_cell_area_share_pct 9.26 \
    die_w_um 80 \
    path_class "input port to primary output" \
    area_growth_pct 193 \
    final_area_um2 593 \
    placed_area_um2 475 \
    arrival_ps 1270 \
    antenna_found_initial 0 \
    leakage_nw 0.260 \
    grt_pass1_wl_um 1620 \
    ys_cells 31 \
    dp.cells 101 \
    cts.hold.buffers_added 0 \
    grt_pass1_vias 339 \
    gr-usage-all-layers_pct 2.98 \
    drt-wirelength-per-cell_um 9.72 \
    drtPass1Iterations 2 \
    compound_area_share_pct 48.8 \
    ys_chip_area_um2 203 \
    numPortBuffers 12 \
]
[layout by cell type (no fill, tap or decap), drive strengths merged, types with 2 or more instances in the layout]
master and n:
buf 32, nor2 5, inv 2, o2bb2ai 2, nand2b 2, nand2 2
o21ai 2
[synthesized netlist by cell type]
library cell / n
a2bb2oi_1: 1
nand2b_1: 2
inv_1: 2
a21oi_1: 1
nand2_1: 2
or2b_1: 1
nor3b_1: 1
buf_2: 2
nor2_1: 5
a32oi_1: 1
mux2_2: 1
o32ai_1: 1
a211oi_2: 1
o21ai_0: 2
o32a_1: 1
or4b_1: 1
nor3_1: 1
a221o_1: 1
nor2b_1: 1
o2bb2ai_1: 2
a21boi_0: 1
[critical path: stages]
cell and delay, ps:
buf_6 90, or4b_4 520, a211oi_2 190, a221o_1 140, buf_2 90
[cell families (layout without fill, tap and decap cells)]
group / after synthesis / after routing
and+or+nand+nor: 14 / 14
AOI/OAI and AO/OA: 12 / 12
buffers and inverters: 4 / 34
muxes: 1 / 1
[layout make-up]
class              instances  share of cell area, %
repair buffers            32                   45.8
well taps                 46                   9.70
inverters                  2                   1.27
multi-input cells         27                   43.2
[power by group through the flow]
stage,combinational [mW],sequential [mW],clock [mW]
final,0.189,0,0
after global routing,0.204,0,0
after CTS,0.173,0,0
[repair_timing]
item,CTS,global route
pin swaps,7,4
buffers inserted,4,2
resized,67,6
endpoints found under the setup margin,6,5
[path summary, 6_finish.rpt]
path | slack [ps] | end | depth (start not counted) | from
min | 870 | ALU_control_exception | 4 | ALUOp[1]
max | -310 | ALU_control[2] | 5 | funct3[1]
[through the flow]
| stage | util (%) | hold slack (ps) |
|---|---|---|
| 2_1_floorplan | - | 525 |
| 5_1_grt | 17.4 | 897 |
| 3_5_place_dp | 13.9 | 1580 |
| 6_report | 17.4 | 871 |
| 3_3_place_gp | 13.9 | 1580 |
| 4_1_cts | 16.3 | 876 |
[layer usage]
layer | global-route usage (%) | share of wire (%)
met4 | 0 | 0
met2 | 4.09 | 36
met5 | 0 | 0
met3 | 1.25 | 11
met1 | 4.42 | 52
