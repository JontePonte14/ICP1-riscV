==> design.v <==
package common;
  localparam logic [31:0] NOP = 32'h00000013;
  localparam GHR_SIZE = 5;
  typedef enum logic [3:0] {
    ALU_AND  = 4'b0000,
    ALU_OR   = 4'b0001,
    ALU_ADD  = 4'b0010,
    ALU_SUB  = 4'b0110,
    ALU_SLL  = 4'b0011,
    ALU_SLT  = 4'b0100,
    ALU_SLTU = 4'b0101,
    ALU_XOR  = 4'b0111,
    ALU_SRL  = 4'b1000,
    ALU_SRA  = 4'b1010
  } alu_control_type;
  typedef enum logic [2:0] {
    R_TYPE,
    I_TYPE,
    S_TYPE,
    B_TYPE,
    U_TYPE,
    J_TYPE
  } encoding_type;
  typedef enum logic [5:0] {
    noinst,
    add,
    sw,
    lw,
    sub,
    beq,
    bne,
    blt,
    bge,
    bltu,
    bgeu,
    nop,
    addi,
    slli,
    slti,
    sltiu,
    xori,
    srli,
    srai,
    ori,
    andi,
    jalr,
    auipc,
    lui,
    jal,
    sb,
    sh,
    lbu,
    lhu,
    sll,
    slt,
    sltu,
    xor_inst,
    srl,
    sra,
    or_inst,
    and_inst
  } instruction_name;
  typedef struct packed {
    encoding_type encoding;
    logic [1:0] alu_op;
    logic alu_src;
    logic mem_read;
    logic mem_write;
    logic reg_write;
    logic mem_to_reg;
    logic is_branch;
    logic is_lui;
    logic is_auipc;
    logic is_unconditional_jump;
    logic is_jalr;
  } control_type;
  typedef struct packed {
    logic [6:0] funct7;
    logic [2:0] funct3;
  } decoding_fields_type;
  typedef struct packed {
    logic zero_flag;
    logic branch_condition;
  } branch_decision_signals_type;
  typedef enum logic [1:0] {
    FETCH_PC_PLUS4 = 2'b00,
    MEM_PC_PLUS2 = 2'b01,
    MEM_PC_PLUS4 = 2'b10
  } control_pc_plus_type;
  typedef struct packed {
    logic is_taken_branch;
    logic is_correct_address;
    logic is_branch;
    logic PCSrc;
    logic mem_pc_plus4;
    control_pc_plus_type control_pc_plus;
    logic is_unconditional_jump;
  } BEU_output_type;  
  typedef struct packed {
    logic [6:0] funct7;
    logic [4:0] rs2;
    logic [4:0] rs1;
    logic [2:0] funct3;
    logic [4:0] rd;
    logic [6:0] opcode;
  } instruction_type;
  typedef struct packed {
    logic [31:0] pc;
    logic branch_prediction;
    logic is_compressed_instruction;
    instruction_type instruction;
    logic [GHR_SIZE-1:0] ghr;
    logic [GHR_SIZE-1:0] shared_index;
  } if_id_type;
  typedef struct packed {
    logic [31:0] pc;
    logic branch_prediction;
    logic is_compressed_instruction;
    logic [4:0] reg_rd_id;
    logic [4:0] reg_rs1_id;
    logic [4:0] reg_rs2_id;
    logic [31:0] data1;
    logic [31:0] data2;
    logic [31:0] immediate_data;
    control_type control;
    decoding_fields_type decoding_fields;
    logic [GHR_SIZE-1:0] ghr;
    logic [GHR_SIZE-1:0] shared_index;
  } id_ex_type;
  typedef struct packed {
    logic [31:0] pc;
    logic [4:0] reg_rd_id;
    logic branch_prediction;
    logic is_compressed_instruction;
    control_type control;
    logic [31:0] alu_data;
    logic [31:0] memory_data;
    branch_decision_signals_type branch_decision_signals;
    logic [31:0] target_address;
    decoding_fields_type decoding_fields;
    logic [GHR_SIZE-1:0] ghr;
    logic [GHR_SIZE-1:0] shared_index;
  } ex_mem_type;
  typedef struct packed {
    logic [4:0]  reg_rd_id;
    logic [31:0] memory_data;
    logic [31:0] alu_data;
    control_type control;
  } mem_wb_type;
  function [31:0] immediate_extension(instruction_type instruction, encoding_type inst_encoding);
    case (inst_encoding)
      I_TYPE:
      immediate_extension = {{20{instruction.funct7[6]}}, {instruction.funct7, instruction.rs2}};
      S_TYPE:
      immediate_extension = {{20{instruction.funct7[6]}}, {instruction.funct7, instruction.rd}};
      B_TYPE:
      immediate_extension = {
        {19{instruction.funct7[6]}},
        {instruction.funct7[6], instruction.rd[0], instruction.funct7[5:0], instruction.rd[4:1]},
        {1'b0}
      };
      U_TYPE:
      immediate_extension = {
        {instruction.funct7, instruction.rs2, instruction.rs1, instruction.funct3}, {12'b0}
      };
      J_TYPE:
      immediate_extension = {
        {12{instruction.funct7[6]}},
        {
          instruction.rs1,
          instruction.funct3,
          instruction.rs2[0],
          instruction.funct7[5:0],
          instruction.rs2[4:1]
        },
        {1'b0}
      };
      default:
      immediate_extension = {{20{instruction.funct7[6]}}, {instruction.funct7, instruction.rs2}};
    endcase
  endfunction
endpackage
package instruction_pkg;
  localparam logic [31:0] NOP_INSTRUCTION = {{25{1'b0}},{7'b0010011}};
  localparam logic [16:0] ADD_INSTRUCTION = {7'b0000000, 3'b000, 7'b0110011};
  localparam logic [16:0] SUB_INSTRUCTION = {7'b0100000, 3'b000, 7'b0110011};
  localparam logic [16:0] SLL_INSTRUCTION = {7'b0000000, 3'b001, 7'b0110011};
  localparam logic [16:0] SLT_INSTRUCTION = {7'b0000000, 3'b010, 7'b0110011};
  localparam logic [16:0] SLTU_INSTRUCTION = {7'b0000000, 3'b011, 7'b0110011};
  localparam logic [16:0] XOR_INSTRUCTION = {7'b0000000, 3'b100, 7'b0110011};
  localparam logic [16:0] SRL_INSTRUCTION = {7'b0000000, 3'b101, 7'b0110011};
  localparam logic [16:0] SRA_INSTRUCTION = {7'b0100000, 3'b101, 7'b0110011};
  localparam logic [16:0] OR_INSTRUCTION = {7'b0000000, 3'b110, 7'b0110011};
  localparam logic [16:0] AND_INSTRUCTION = {7'b0000000, 3'b111, 7'b0110011};
  localparam logic [9:0] LB_INSTRUCTION = {3'b000, 7'b0000011};   
  localparam logic [9:0] LH_INSTRUCTION = {3'b001, 7'b0000011};   
  localparam logic [9:0] LW_INSTRUCTION = {3'b010, 7'b0000011};   
  localparam logic [9:0] LBU_INSTRUCTION = {3'b100, 7'b0000011};   
  localparam logic [9:0] LHU_INSTRUCTION = {3'b101, 7'b0000011};   
  localparam logic [9:0] FENCE_INSTRUCTION = {3'b000, 7'b0001111};   
  localparam logic [9:0] FENCEI_INSTRUCTION = {3'b001, 7'b0001111};   
  localparam logic [9:0] ADDI_INSTRUCTION = {3'b000, 7'b0010011};   
  localparam logic [16:0] SLLI_INSTRUCTION = {7'b0000000, 3'b001, 7'b0010011};   
  localparam logic [9:0] SLTI_INSTRUCTION = {3'b010, 7'b0010011};   
  localparam logic [9:0] SLTIU_INSTRUCTION = {3'b011, 7'b0010011};   
  localparam logic [9:0] XORI_INSTRUCTION = {3'b100, 7'b0010011};   
  localparam logic [16:0] SRLI_INSTRUCTION = {7'b0000000, 3'b101, 7'b0010011};   
  localparam logic [16:0] SRAI_INSTRUCTION = {7'b0100000, 3'b101, 7'b0010011};   
  localparam logic [9:0] ORI_INSTRUCTION = {3'b110, 7'b0010011};   
  localparam logic [9:0] ANDI_INSTRUCTION = {3'b111, 7'b0010011};   
  localparam logic [6:0] AUIPC_INSTRUCTION = {7'b0010111};   
  localparam logic [6:0] LUI_INSTRUCTION = {7'b0110111};   
  localparam logic [6:0] JAL_INSTRUCTION = {7'b1101111};   
  localparam logic [9:0] JALR_INSTRUCTION = {3'b000, 7'b1100111};   
  localparam logic [9:0] SB_INSTRUCTION = {3'b000, 7'b0100011};   
  localparam logic [9:0] SH_INSTRUCTION = {3'b001, 7'b0100011};   
  localparam logic [9:0] SW_INSTRUCTION = {3'b010, 7'b0100011};   
  localparam logic [9:0] BEQ_INSTRUCTION = {3'b000, 7'b1100011};   
  localparam logic [9:0] BNE_INSTRUCTION = {3'b001, 7'b1100011};   
  localparam logic [9:0] BLT_INSTRUCTION = {3'b100, 7'b1100011};   
  localparam logic [9:0] BGE_INSTRUCTION = {3'b101, 7'b1100011};   
  localparam logic [9:0] BLTU_INSTRUCTION = {3'b110, 7'b1100011};   
  localparam logic [9:0] BGEU_INSTRUCTION = {3'b111, 7'b1100011};   
endpackage
`timescale 1ns / 1ps
module uart(
    input logic clk,
    input logic reset_n,
    input logic io_rx,
    output logic io_data_valid,
    output logic [7:0] io_data_packet 
);
    localparam BAUD = 9600;  
    localparam FREQUENCY_IN_HZ = 50_000_000;
    localparam BAUD_COUNT_CHECK = FREQUENCY_IN_HZ / BAUD;
    localparam NUM_DATA_BITS = 8;  
    typedef enum {standby, wait_half_start_bit, wait_full_data_bit, capture_data_bit, wait_full_last_bit} uart_state_type;
    uart_state_type uart_state, uart_state_next;
    integer uart_counter_reg, uart_counter_next;
    integer data_bit_count_reg, data_bit_count_next;
    logic [7:0] data_packet_reg, data_packet_next;
    logic data_valid_next;
    always_ff @ (posedge clk)
    begin
        if (reset_n == 0) begin
            uart_state <= standby;
            uart_counter_reg <= 0;
            data_bit_count_reg <= 0;
            io_data_valid <= 0;            
            data_packet_reg <= 0;
        end 
        else begin
            uart_state <= uart_state_next;            
            uart_counter_reg <= uart_counter_next;
            data_bit_count_reg <= data_bit_count_next;
            io_data_valid <= data_valid_next;   
            data_packet_reg <= data_packet_next;        
        end
    end 
    always_comb
    begin
        uart_state_next <= uart_state;
        uart_counter_next <= uart_counter_reg;
        data_packet_next <= data_packet_reg;
        data_bit_count_next <= data_bit_count_reg;
        data_valid_next <= 0;
        case (uart_state)
            standby:
                if (io_rx == 0) begin
                    uart_state_next <= wait_half_start_bit;
                end                        
            wait_half_start_bit: 
            begin
                uart_counter_next <= uart_counter_reg + 1;
                if (uart_counter_reg == BAUD_COUNT_CHECK/2) begin
                    uart_counter_next <= 0;
                    uart_state_next <= wait_full_data_bit;
                end
            end
            wait_full_data_bit: 
            begin
                uart_counter_next <= uart_counter_reg + 1; 
                if (uart_counter_reg == BAUD_COUNT_CHECK) begin
                    uart_counter_next <= 0;
                    uart_state_next <= capture_data_bit;
                end 
            end 
            capture_data_bit: 
            begin
                data_packet_next <= {io_rx, data_packet_reg[NUM_DATA_BITS-1:1]};
                data_bit_count_next <= data_bit_count_reg + 1;
                uart_state_next <= (data_bit_count_reg == NUM_DATA_BITS-1) ? wait_full_last_bit : wait_full_data_bit;
            end    
            wait_full_last_bit:
            begin
                uart_counter_next <= uart_counter_reg + 1; 
                if (uart_counter_reg == BAUD_COUNT_CHECK) begin
                    uart_state_next <= standby;
                    data_bit_count_next <= 0;
                    uart_counter_next <= 0; 
                    data_valid_next <= 1;         
                end 
            end                             
        endcase
    end
    assign io_data_packet = data_packet_reg;
endmodule
==> run.sh <==
#!/bin/bash
# OpenROAD 26Q1-2900-gdf79404cd8, Yosys 0.63+post, stock flow scripts
make -C /OpenROAD-flow-scripts/flow DESIGN_CONFIG=/design/flow/config.mk WORK_HOME=/design/flow/orfs finish
==> config.mk <==
export PLATFORM = sky130hd
export DESIGN_NAME = uart
export DESIGN_NICKNAME = uart
export VERILOG_FILES = /design/flow/design.v
export SDC_FILE = /design/flow/constraint.sdc
export NUM_CORES = 4
export LEC_CHECK = 1
export CORE_UTILIZATION = 50
==> constraint.sdc <==
current_design uart

set clk_period 5.5
set clk_io_pct 0.2

create_clock -name clk0 -period $clk_period [get_ports {clk}]

set non_clock_inputs [all_inputs -no_clocks]
set_input_delay [expr $clk_period * $clk_io_pct] -clock clk0 $non_clock_inputs
set_output_delay [expr $clk_period * $clk_io_pct] -clock clk0 [all_outputs]
==> notes.md <==
run metrics: via density per instance around 5.6, Log Warnings 26, Pre-Repair DR Iteration Count 4, DP HPWL 5190 um, Final WS setup 2.27 ns, # hold bufs at CTS 0, ys cells ~430, TNS Setup 0 ns, Internal Power between 0.7 and 0.8 mW, crit path kind input pin to register, Max Cap Viol 0, Yosys Warn Count 1, crit path time final 3.23 ns, fp_density 53.0%, peak supply drop 166 uV, WP data arrival roughly 3.5 ns, area grow syn2layout 10.1%, setup bufs post-CTS 0, Setup violations, final 0, WL per Instance 14.0 um, Num CTS Buffers 9, CTS HTree Levels 3, Die X 87.8 um, Worst Path Max Fanout 26, clock-pin slew on the worst setup and hold paths 0.08 ns, YS chip area about 3700 um^2, Setup Skew 0.00944 ns, Synth Instances around 430, GRT Overall Usage roughly 22%, worst skew pair latency between 0.3 and 0.4 ns, Hold WC Path Type register to register, switching share of power 22.6%, maximum clock rate 310 MHz, outcome completed, gr ovfl total 0, die y size approximately 88 um, CTS tree built, count of input and output buffers 11, Core Util, Final 58.3%, unrepaired setup endpoints after global routing false, clock root cell clkbuf_8, largest net degree at the start of global routing 30, clock tree buffer depth 2, slew margin rel. 37.4%, pwr dens 251 nW/um^2, I/O pin count 12, Clk network pwr share 41.2%, Avg Inst Size Synth 8.52 um^2, Yosys cell types 47, post-CTS sizing 0, Critical Path RT 5.73 ns, filler cell count 619, post-route ant nets 0, Top Layout Cells dfxtp_1, nor2_1, nand2_1, nand3_1, xnor2_1, routability congestion estimate from global placement 0.825, post-place setup slack between 1.5 and 2 ns, commonest non-fill, non-tap cell in the layout dfxtp_1, Post-Route WL 7600 um, initial antenna violation count 0, Post-synth top flop dfxtp_1, chip area ~7700 um^2, drt initial violations 99, Critical Path End Type register, Pwr Total 1.01 mW, core area 6940 um^2, Antenna Cells 0, Mapped Area 3680 um^2, Row Count 30, Post-synth EDFFs 0, sequential group share of total power between 50% and 60%, DRC Markers 0, layout cell share with drive strength beyond 1 5.15%, first-pass GRT wire length 13000 um, switching power 0.230 mW, Worst-Margin Slew 0.931 ns, final count of hold timing violations 0, Comb power frac 2.6%, Seq share, synth 42.4%, CTS sink count 78, CP startpoint kind input pin, vias in the first global route 2720, ys flops between 70 and 80, max-slew violation count 0, Vias 3037, Leakage between 1 and 1.5 nW, period utilization about three fifths, ys async rst share 0%
## cells by family (layout without fill, tap and decap cells)
family	after synthesis	after routing	share of synthesized area [%]
compound gates	35	35	6.29
simple gates	235	235	33.1
mux	12	12	3.27
xor+xnor	46	46	11.0
buf+inv	23	38	2.89
flops	78	78	42.4
fa+ha+maj	3	3	1.02
## metal layers
layer | vias up | share of wire [%] | track usage (%)
li1 | 1572 | - | -
met1 | 1408 | 48 | 32.5
met2 | 51 | 48 | 36.3
met3 | 6 | 3.6 | 3.91
met4 | 0 | 0.86 | 1.64
met5 | - | 0 | 0
## cells in the mapped netlist, types with 3 or more instances
library cell	n	area share (%)
dfxtp_1	78	42
nor2_1	74	7.6
nand2_1	33	3.4
nand3_1	32	4.4
xnor2_1	31	7.4
nand4_1	22	3.7
nor4_1	21	3.6
xor2_1	15	3.6
nor3_1	14	1.9
mux2i_1	12	3.3
and3_1	8	1.4
a21oi_1	7	0.95
inv_1	7	0.71
and4_1	6	1.4
clkbuf_1	6	0.61
o31ai_1	6	1.2
or4_1	6	1.2
a31oi_1	4	0.68
buf_2	4	0.54
nand2b_1	4	0.68
o21a_1	4	0.82
o21ai_1	4	0.54
ha_1	3	1.0
## critical path: stages
cell and delay (ns):
clkdlybuf4s50_1 0.63, clkinv_1 0.66, a31oi_1 0.80, o211ai_1 0.17, o41ai_1 0.10
## path summary, 6_finish.rpt
check	slack, ns	end	from	depth (start not counted)
min reg2reg	0.46	uart_state[0]	uart_state[0]	2
max reg2reg	3.01	uart_counter_reg[15]	uart_counter_reg[0]	8
min	0.46	uart_state[0]	uart_state[0]	2
max	2.27	data_bit_count_reg[16]	reset_n	5
## metrics by stage
stage / std cells / instance area [um^2] / hold slack [ns]
2_1_floorplan: 432 / 3680 / 0.427
3_3_place_gp: 527 / 3860 / 0.443
3_5_place_dp: 527 / 3860 / 0.450
4_1_cts: 543 / 4050 / 0.464
5_1_grt: 543 / 4050 / 0.502
6_report: 543 / 4050 / 0.461
## cell type report
class / instances / area, um^2 / area share, %
clock buffers: 11 / 131 / 3.24
clock inverters: 5 / 60.1 / 1.48
inverters: 8 / 30.0 / 0.741
multi-input cells: 331 / 2010 / 49.7
flip-flops and latches: 78 / 1560 / 38.6
well taps: 96 / 120 / 2.97
repair buffers: 14 / 133 / 3.27
## power by group through the flow
stage,sequential [mW],clock (mW),combinational [mW]
final,0.570,0.418,0.0266
after CTS,0.569,0.429,0.0271
after global routing,0.570,0.456,0.0302
Power and IR drop assume default switching activity.
