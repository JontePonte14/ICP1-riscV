[/design/flow/run.sh]
#!/bin/bash
# OpenROAD 26Q1-2900-gdf79404cd8, Yosys 0.63+post, stock flow scripts
make -C /OpenROAD-flow-scripts/flow DESIGN_CONFIG=/design/flow/config.mk WORK_HOME=/design/flow/orfs finish
[/design/flow/config.mk]
export PLATFORM = sky130hd
export DESIGN_NAME = alu
export DESIGN_NICKNAME = alu
export VERILOG_FILES = /design/flow/design.v
export SDC_FILE = /design/flow/constraint.sdc
export NUM_CORES = 4
export LEC_CHECK = 1
export CORE_UTILIZATION = 50
[/design/flow/constraint.sdc]
current_design alu

set clk_period 26.3
set clk_io_pct 0.2

create_clock -name clk0 -period $clk_period

set non_clock_inputs [all_inputs -no_clocks]
set_input_delay [expr $clk_period * $clk_io_pct] -clock clk0 $non_clock_inputs
set_output_delay [expr $clk_period * $clk_io_pct] -clock clk0 [all_outputs]
[/design/flow/design.v]
package common;
  localparam logic [31:0] NOP = 32'h00000013;
  localparam GHR_SIZE = 5;
  typedef enum logic [3:0] {
    ALU_AND  = 4'b0000,
    ALU_OR   = 4'b0001,
    ALU_ADD  = 4'b0010,
    ALU_SUB  = 4'b0110,
    ALU_SLL  = 4'b0011,
    ALU_SLT  = 4'b0100,
    ALU_SLTU = 4'b0101,
    ALU_XOR  = 4'b0111,
    ALU_SRL  = 4'b1000,
    ALU_SRA  = 4'b1010
  } alu_control_type;
  typedef enum logic [2:0] {
    R_TYPE,
    I_TYPE,
    S_TYPE,
    B_TYPE,
    U_TYPE,
    J_TYPE
  } encoding_type;
  typedef enum logic [5:0] {
    noinst,
    add,
    sw,
    lw,
    sub,
    beq,
    bne,
    blt,
    bge,
    bltu,
    bgeu,
    nop,
    addi,
    slli,
    slti,
    sltiu,
    xori,
    srli,
    srai,
    ori,
    andi,
    jalr,
    auipc,
    lui,
    jal,
    sb,
    sh,
    lbu,
    lhu,
    sll,
    slt,
    sltu,
    xor_inst,
    srl,
    sra,
    or_inst,
    and_inst
  } instruction_name;
  typedef struct packed {
    encoding_type encoding;
    logic [1:0] alu_op;
    logic alu_src;
    logic mem_read;
    logic mem_write;
    logic reg_write;
    logic mem_to_reg;
    logic is_branch;
    logic is_lui;
    logic is_auipc;
    logic is_unconditional_jump;
    logic is_jalr;
  } control_type;
  typedef struct packed {
    logic [6:0] funct7;
    logic [2:0] funct3;
  } decoding_fields_type;
  typedef struct packed {
    logic zero_flag;
    logic branch_condition;
  } branch_decision_signals_type;
  typedef enum logic [1:0] {
    FETCH_PC_PLUS4 = 2'b00,
    MEM_PC_PLUS2 = 2'b01,
    MEM_PC_PLUS4 = 2'b10
  } control_pc_plus_type;
  typedef struct packed {
    logic is_taken_branch;
    logic is_correct_address;
    logic is_branch;
    logic PCSrc;
    logic mem_pc_plus4;
    control_pc_plus_type control_pc_plus;
    logic is_unconditional_jump;
  } BEU_output_type;  
  typedef struct packed {
    logic [6:0] funct7;
    logic [4:0] rs2;
    logic [4:0] rs1;
    logic [2:0] funct3;
    logic [4:0] rd;
    logic [6:0] opcode;
  } instruction_type;
  typedef struct packed {
    logic [31:0] pc;
    logic branch_prediction;
    logic is_compressed_instruction;
    instruction_type instruction;
    logic [GHR_SIZE-1:0] ghr;
    logic [GHR_SIZE-1:0] shared_index;
  } if_id_type;
  typedef struct packed {
    logic [31:0] pc;
    logic branch_prediction;
    logic is_compressed_instruction;
    logic [4:0] reg_rd_id;
    logic [4:0] reg_rs1_id;
    logic [4:0] reg_rs2_id;
    logic [31:0] data1;
    logic [31:0] data2;
    logic [31:0] immediate_data;
    control_type control;
    decoding_fields_type decoding_fields;
    logic [GHR_SIZE-1:0] ghr;
    logic [GHR_SIZE-1:0] shared_index;
  } id_ex_type;
  typedef struct packed {
    logic [31:0] pc;
    logic [4:0] reg_rd_id;
    logic branch_prediction;
    logic is_compressed_instruction;
    control_type control;
    logic [31:0] alu_data;
    logic [31:0] memory_data;
    branch_decision_signals_type branch_decision_signals;
    logic [31:0] target_address;
    decoding_fields_type decoding_fields;
    logic [GHR_SIZE-1:0] ghr;
    logic [GHR_SIZE-1:0] shared_index;
  } ex_mem_type;
  typedef struct packed {
    logic [4:0]  reg_rd_id;
    logic [31:0] memory_data;
    logic [31:0] alu_data;
    control_type control;
  } mem_wb_type;
  function [31:0] immediate_extension(instruction_type instruction, encoding_type inst_encoding);
    case (inst_encoding)
      I_TYPE:
      immediate_extension = {{20{instruction.funct7[6]}}, {instruction.funct7, instruction.rs2}};
      S_TYPE:
      immediate_extension = {{20{instruction.funct7[6]}}, {instruction.funct7, instruction.rd}};
      B_TYPE:
      immediate_extension = {
        {19{instruction.funct7[6]}},
        {instruction.funct7[6], instruction.rd[0], instruction.funct7[5:0], instruction.rd[4:1]},
        {1'b0}
      };
      U_TYPE:
      immediate_extension = {
        {instruction.funct7, instruction.rs2, instruction.rs1, instruction.funct3}, {12'b0}
      };
      J_TYPE:
      immediate_extension = {
        {12{instruction.funct7[6]}},
        {
          instruction.rs1,
          instruction.funct3,
          instruction.rs2[0],
          instruction.funct7[5:0],
          instruction.rs2[4:1]
        },
        {1'b0}
      };
      default:
      immediate_extension = {{20{instruction.funct7[6]}}, {instruction.funct7, instruction.rs2}};
    endcase
  endfunction
endpackage
package instruction_pkg;
  localparam logic [31:0] NOP_INSTRUCTION = {{25{1'b0}},{7'b0010011}};
  localparam logic [16:0] ADD_INSTRUCTION = {7'b0000000, 3'b000, 7'b0110011};
  localparam logic [16:0] SUB_INSTRUCTION = {7'b0100000, 3'b000, 7'b0110011};
  localparam logic [16:0] SLL_INSTRUCTION = {7'b0000000, 3'b001, 7'b0110011};
  localparam logic [16:0] SLT_INSTRUCTION = {7'b0000000, 3'b010, 7'b0110011};
  localparam logic [16:0] SLTU_INSTRUCTION = {7'b0000000, 3'b011, 7'b0110011};
  localparam logic [16:0] XOR_INSTRUCTION = {7'b0000000, 3'b100, 7'b0110011};
  localparam logic [16:0] SRL_INSTRUCTION = {7'b0000000, 3'b101, 7'b0110011};
  localparam logic [16:0] SRA_INSTRUCTION = {7'b0100000, 3'b101, 7'b0110011};
  localparam logic [16:0] OR_INSTRUCTION = {7'b0000000, 3'b110, 7'b0110011};
  localparam logic [16:0] AND_INSTRUCTION = {7'b0000000, 3'b111, 7'b0110011};
  localparam logic [9:0] LB_INSTRUCTION = {3'b000, 7'b0000011};   
  localparam logic [9:0] LH_INSTRUCTION = {3'b001, 7'b0000011};   
  localparam logic [9:0] LW_INSTRUCTION = {3'b010, 7'b0000011};   
  localparam logic [9:0] LBU_INSTRUCTION = {3'b100, 7'b0000011};   
  localparam logic [9:0] LHU_INSTRUCTION = {3'b101, 7'b0000011};   
  localparam logic [9:0] FENCE_INSTRUCTION = {3'b000, 7'b0001111};   
  localparam logic [9:0] FENCEI_INSTRUCTION = {3'b001, 7'b0001111};   
  localparam logic [9:0] ADDI_INSTRUCTION = {3'b000, 7'b0010011};   
  localparam logic [16:0] SLLI_INSTRUCTION = {7'b0000000, 3'b001, 7'b0010011};   
  localparam logic [9:0] SLTI_INSTRUCTION = {3'b010, 7'b0010011};   
  localparam logic [9:0] SLTIU_INSTRUCTION = {3'b011, 7'b0010011};   
  localparam logic [9:0] XORI_INSTRUCTION = {3'b100, 7'b0010011};   
  localparam logic [16:0] SRLI_INSTRUCTION = {7'b0000000, 3'b101, 7'b0010011};   
  localparam logic [16:0] SRAI_INSTRUCTION = {7'b0100000, 3'b101, 7'b0010011};   
  localparam logic [9:0] ORI_INSTRUCTION = {3'b110, 7'b0010011};   
  localparam logic [9:0] ANDI_INSTRUCTION = {3'b111, 7'b0010011};   
  localparam logic [6:0] AUIPC_INSTRUCTION = {7'b0010111};   
  localparam logic [6:0] LUI_INSTRUCTION = {7'b0110111};   
  localparam logic [6:0] JAL_INSTRUCTION = {7'b1101111};   
  localparam logic [9:0] JALR_INSTRUCTION = {3'b000, 7'b1100111};   
  localparam logic [9:0] SB_INSTRUCTION = {3'b000, 7'b0100011};   
  localparam logic [9:0] SH_INSTRUCTION = {3'b001, 7'b0100011};   
  localparam logic [9:0] SW_INSTRUCTION = {3'b010, 7'b0100011};   
  localparam logic [9:0] BEQ_INSTRUCTION = {3'b000, 7'b1100011};   
  localparam logic [9:0] BNE_INSTRUCTION = {3'b001, 7'b1100011};   
  localparam logic [9:0] BLT_INSTRUCTION = {3'b100, 7'b1100011};   
  localparam logic [9:0] BGE_INSTRUCTION = {3'b101, 7'b1100011};   
  localparam logic [9:0] BLTU_INSTRUCTION = {3'b110, 7'b1100011};   
  localparam logic [9:0] BGEU_INSTRUCTION = {3'b111, 7'b1100011};   
endpackage
`timescale 1ns / 1ps
import common::*;
module alu (
    input wire [3:0] control,
    input wire [31:0] left_operand,
    input wire [31:0] right_operand,
    output logic zero_flag,
    output logic [31:0] result
);
  always_comb begin
    case (control)
      ALU_AND: result = left_operand & right_operand;
      ALU_OR:  result = left_operand | right_operand;
      ALU_ADD: result = $signed(left_operand) + $signed(right_operand);
      ALU_SUB: result = $signed(left_operand) - $signed(right_operand);
      ALU_SLL: result = left_operand << right_operand[4:0];
      ALU_SLT: result = $signed(left_operand) < $signed(right_operand);
      ALU_SLTU: result = left_operand < right_operand;
      ALU_XOR: result = left_operand ^ right_operand;
      ALU_SRL: result = left_operand >> right_operand[4:0];
      ALU_SRA: result = $signed(left_operand) >>> right_operand[4:0];
      default: result = left_operand + right_operand;
    endcase
  end
  assign zero_flag = 1'b1 ? result == 0 : 1'b0;
endmodule
==> metrics.log <==
[flow] summary of implementation run
[metrics] number of buffers added to fix hold violations after cts: 0
[metrics] Finished Layout Cells: 1722
[metrics] clock period minus worst slack: between 15 and 20 ns
[metrics] largest vdd supply drop: 16.05 µV
[metrics] Avg Synthesized Cell Area: 6.963 µm²
[metrics] maximum achievable frequency: 0.06194 GHz
[metrics] cells in synth_stat.txt: 1437
[metrics] number of distinct library cells after synthesis: 91
[metrics] FP Core Util: between 50% and 60%
[metrics] total routing resource utilization after global routing: 48.15%
[metrics] top-area cell type share of the netlist area: 12.13%
[metrics] unrepaired setup endpoints after global routing: no
[metrics] crit path launch: left_operand[7]
[metrics] cell total after placement: about 1700
[metrics] I/O Pins: 101
[metrics] synthesized instance count: 1437
[metrics] most common cell after layout, fill and taps aside: nor2_1
[metrics] first-pass GRT wire length: 71.68 mm
[metrics] combinational gate area: 9084 µm²
[metrics] Antenna Violating Nets Remaining: 0
[metrics] number of clock-tree buffers in the layout: 0
[metrics] chip footprint: 20580 µm²
[metrics] Static Leak: 4.562 nW
[metrics] routed wirelength normalized by instance count: 27.87 µm
[metrics] number of setup violations in the final report: 0
[metrics] Tightest Hold Check Type: in -> out
[metrics] maximum fanout encountered on the critical timing path: 12
[metrics] pins over their slew limit: 0
[metrics] number of global-route vias before repair: 11280
[metrics] most area-hungry cell type in the Yosys netlist: ha_1
[metrics] startpoint-to-endpoint class of the critical path: in -> out
[metrics] sequential cell area in the final layout: 0 µm²
[metrics] overflow left after global routing: 0
[metrics] total of warnings raised by yosys: 1
[metrics] Vias per Instance: between 7 and 8
[metrics] share of synthesized area occupied by flip-flops and latches: 0%
[metrics] Syn Std Cell Area: around 10000 µm²
[metrics] core box area: a little under 20000 µm²
[metrics] Yosys chip area: about 10000 µm²
[metrics] CP endpoint kind: primary output
[metrics] most frequent cells in the layout: 138 x nor2_1, 129 x nand2_1, 104 x a21oi_1
[metrics] First DRT Iteration DRCs: ~1500
[metrics] post-detailed-routing wire length: 48.00 mm
[metrics] top post-synthesis cells by area: ha_1 12%, mux2i_1 7.5%, mux4_2 7.4%
[metrics] synth-to-layout area growth: 10.32%
[metrics] outcome: completed
[metrics] total power per unit cell area: 23.58 nW/µm²
[metrics] row count: 51
[metrics] number of warning messages in the logs: 98
[metrics] Vert. Die Dim: 143.5 µm
[metrics] number of sequential storage elements: 0
[metrics] data arrival time at the worst-slack endpoint: between 10 and 15 ns
[metrics] Setup crit end: zero_flag
[metrics] crit path DRT: ~21 ns
[metrics] number of iterations in the first detailed-routing pass: 5
[metrics] total negative slack for setup checks: 0 ns
[metrics] width of the chip: 143.5 µm
[metrics] count of maximum capacitance violations: 0
[metrics] category of the worst setup path launch point: input pin
[metrics] utilization after layout: between 50% and 60%
[metrics] Antenna Diode Count: 0
[metrics] global placer's final weighted congestion: 1.152
[metrics] DPL Wire Length: between 30 and 40 mm
[metrics] maximum number of pins on one net before global-route repair: approximately 60
[metrics] number of remaining DRC errors: 0
[metrics] number of inserted filler cells in the final layout: 1916
[metrics] minimum hold slack: 11.88 ns
[metrics] routed via count: between 10000 and 15000
[metrics] count of instances resized after the clock tree is built: 0
[metrics] fraction of layout instances using a drive strength above 1: 9.609%
[metrics] post-layout period usage: between 60% and 70%
[metrics] Final Hold Vio Count: 0
[metrics] antenna violations before repair: 5
[metrics] tally of buffers added on design ports: approximately 100
[metrics] pin slew with the least headroom to its limit: 1.227 ns
[metrics] relative slew slack: between 10% and 20%
[metrics] number of buffers inserted by post-CTS setup repair: 0
how the worst min path moves through the flow:
stage | from | to | slack (ns) | cells past startpoint
after CTS | right_operand[4] | result[2] | 11.87 | 5
after global routing | right_operand[4] | result[2] | 11.93 | 5
final | right_operand[4] | result[2] | 11.88 | 5
cells by family (layout without fill, tap and decap cells):
logic type,count (synthesis),count (layout),synth area share [%]
simple gates,481,481,23.62
compound gates,479,479,33.48
buf+inv,215,235,9.266
mux,145,145,19.53
fa+ha+maj,99,99,12.53
xor+xnor,18,18,1.576
power by group:
group          total, mW  switching [mW]  internal, mW  leakage [nW]
Clock                  0               0             0             0
Sequential             0               0             0             0
Combinational      0.260           0.157         0.104          4.56
Yosys cell counts, types with 6 or more instances:
| cell | number |
|---|---|
| o22ai_1 | 17 |
| nor3_1 | 36 |
| nand4_1 | 17 |
| buf_2 | 22 |
| xnor2_1 | 16 |
| a211o_1 | 12 |
| nor2_1 | 138 |
| ha_1 | 97 |
| o221ai_1 | 13 |
| o31ai_1 | 15 |
| a31oi_1 | 19 |
| a221o_1 | 7 |
| nor2b_1 | 12 |
| mux2i_1 | 75 |
| or2_2 | 7 |
| buf_1 | 22 |
| o21a_1 | 12 |
| mux4_2 | 33 |
| a22oi_1 | 6 |
| o21bai_1 | 8 |
| o2111ai_1 | 7 |
| nand2_1 | 129 |
| nand3_1 | 33 |
| a221oi_1 | 15 |
| o21ai_0 | 78 |
| mux2_2 | 26 |
| inv_1 | 98 |
| a21oi_1 | 104 |
| o211ai_1 | 30 |
| nor4_1 | 18 |
| a21o_1 | 29 |
| or3_1 | 15 |
| and3_1 | 9 |
| a211oi_1 | 24 |
| nand2b_1 | 19 |
| buf_4 | 6 |
| and2_1 | 6 |
| a2111oi_0 | 13 |
| mux2_4 | 7 |
| nor3b_1 | 7 |
| clkbuf_1 | 60 |
worst max-delay path: stages:
cell	delay, ns
clkdlybuf4s50_1	0.73
inv_1	0.12
ha_1	0.49
or2_2	0.37
or3_1	0.33
nor3_1	0.46
o21a_1	0.27
o31ai_1	0.09
a221o_1	0.39
or3_1	0.39
or4_1	0.51
nor4_2	0.44
nand4b_1	0.27
nor4_2	0.26
clkdlybuf4s50_1	0.49
through the flow:
stage | power, mW | worst slack, ns | area, µm²
finish | 0.2603 | 10.15 | 11040
global route | 0.2760 | 9.920 | 11040
CTS | 0.2503 | 10.31 | 11040
detailed placement | 0.2490 | 10.31 | 11040
global placement | 0.2490 | 10.36 | 11040
floorplan | 0.1562 | 11.50 | 10010
metal layers:
metal	vias to the layer above	global-route usage, %	part of all wire [%]
li1	5509	-	-
met1	5769	65.96	39
met2	994	69.39	41
met3	206	17.00	15
met4	8	18.53	5.0
met5	-	0	0.11
final cells by class:
type | count | area share, %
multi-input combinational | 1222 | 82.29
timing repair buffer | 136 | 11.34
inverter | 99 | 3.367
tap | 265 | 3.004
Power is estimated from default activity; no workload was simulated.
